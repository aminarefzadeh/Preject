## ./config.mk

```make
export PLATFORM = sky130hd
export DESIGN_NAME = alu
export DESIGN_NICKNAME = alu
export VERILOG_FILES = /design/flow/design.v
export SDC_FILE = /design/flow/constraint.sdc
export NUM_CORES = 4
export LEC_CHECK = 1
export CORE_AREA = 10 10 85 85
export DIE_AREA = 0 0 95 95
```

## ./constraint.sdc

```tcl
current_design alu

set clk_period 5.3
set clk_io_pct 0.2

create_clock -name clk0 -period $clk_period

set non_clock_inputs [all_inputs -no_clocks]
set_input_delay [expr $clk_period * $clk_io_pct] -clock clk0 $non_clock_inputs
set_output_delay [expr $clk_period * $clk_io_pct] -clock clk0 [all_outputs]
```

## ./run.sh

```bash
#!/bin/bash
# OpenROAD 26Q1-2900-gdf79404cd8, Yosys 0.63+post, stock flow scripts
make -C /OpenROAD-flow-scripts/flow DESIGN_CONFIG=/design/flow/config.mk WORK_HOME=/design/flow/orfs finish
```

## ./design.v

```verilog
module alu(input[1:0] fun , input[7:0] a,b ,input cin , output logic[7:0] out , output logic zero,cout,negetive);
	always @(fun,a,b,cin)begin
    case(fun)
      3'b00 : {cout,out} <= a + b + cin;
      3'b01 : {cout,out} <= a - b + cin;
		  3'b10 : begin out <= a & b; cout <= cin; end
		  3'b11 : begin out <= a | b; cout <= cin; end
		endcase
	end
  assign zero = (out == 8'b0) ? 1 : 0;
  assign negetive = out[7];
endmodule
```

==> results.txt <==
Physical implementation.

- The flow ran to the end, and the final reports show no timing, DRC or antenna violations.
- The sum of routed wire length over all layers is 3430 um.
- The netlist uses 44 different library cells.
- The met1 track demand over resource is 9.70%.
- The worst hold endpoint is cout.
- The floorplan-stage core utilization is 22.2%.
- Per STA, the worst path is made up of clkdlybuf4s50_1, inv_1, ha_1, inv_1, ha_1, and3_2, a21bo_1, a21o_1, mux2_4, a221oi_4, clkdlybuf4s50_1.
- The critical path endpoint category is a primary output.
- The first-pass GRT wire length is 5540 um.
- For reference, the critical path is launched at a[5].
- Once detail routing completed, the nets flagged for antenna violations numbered 0.
- The average size of a mapped cell is 7.39 sq um.
- For this run, the script counts the antenna cells in the layout as 0.
- By area the synthesized netlist is led by sky130_fd_sc_hd__ha_1 (33%), sky130_fd_sc_hd__inv_1 (9.9%), sky130_fd_sc_hd__a21oi_1 (5.4%), sky130_fd_sc_hd__fa_1 (5.0%), sky130_fd_sc_hd__nor2_1 (4.3%).
- The post-synthesis cell count from yosys is 164.
- The floorplan step set the die width to 95 um.
- The yosys stat chip area is 1210 sq um.
- The script extracted a total leakage power of 0.940 nW.
- After detailed routing, the number of vias per cell comes to 4.41.
- The cell count of the worst hold path is 4.
- The part of the Yosys area used for sequential elements is 0%.
- The slowest cell on the critical path is sky130_fd_sc_hd__clkdlybuf4s50_1.
- The standard cell core area is 5470 sq um.
- The share of post-route cells with drive strength above 1 is 19.2%.
- The vertical die dimension is 95 um.
- The synthesized instance count is 164.
- Across all checked pins, the minimum headroom to the slew limit is 70.7%.
- The flow reports an fmax of 194 MHz.
- The hold-fix buffer count after cts is 0.
- The post-synthesis instance area is 1210 sq um.
- The signed area change from the synthesized netlist to the final layout is 51.3%.
- The total number of yosys warnings is 1.
- Counting both buffers and inverters, the worst setup path holds a total of 4.
- The total count of max-transition violations in the final report is 0.
- The time the worst path needs with I/O delays and setup is 5.16 ns.
- The total grt overflow is 0.
- The largest net degree at the start of global routing is 14.
- The met3 routing resource usage after global routing is 0.721%.
- The final-report setup violation count is 0.
- The number of maximum-capacitance violations recorded for the run is 0.
- The class of the tightest hold or removal check is input port to primary output.
- The worst hold path begins at cin.
- Overall routing resource usage recorded by global route was 7.40%.
- STA classifies the critical path startpoint as an input port.
- The worst setup slack after placement is -0.0736 ns.
- According to the timing report, the data required time at the worst endpoint equals 4.24 ns.
- The floorplan has 27 rows.
- In the post-route analysis, the smallest setup slack over all paths is 0.142 ns.
- The kind of cell adding the most delay to the critical path is buffers and inverters.
- Power spread over the standard cell area amounts to 110 nW/um^2.
- The design has 0 sequential cells.
- Port buffering added 30 buffers.
- The via count of the first global-routing pass is 1,179.
- The worst endpoint data arrival time is 4.10 ns.
- The critical path maximum fanout is 3.
- Global routing put the most usage on met2.
- After detailed routing, the average wire length per cell comes to 12.0 um.
- The first TritonRoute pass finished after 4 iterations.
- The setup path with the least slack is of type input port to primary output.
- Detailed placement finished with a half-perimeter wire length of 3000 um.
- The final tally of hold violations is 0.
- The initial antenna violation count came to 0.
- In the final timing run, aggregate negative setup slack is 0 ns.
- The warning total across the stage logs is 49.
- The last weighted congestion value of the routability-driven placer is 0.908.
- According to the I/O placement log, the pin count is 30.
- The largest stage delay on the critical path is 0.52 ns.
- The total of clock buffers placed in the layout is 0.
- The count of routing violations after the opening detailed-route iteration is 81.
- The final critical-path share of the clock period is 97.3%.
- The share of synthesized area in the top cell type comes to 33.0%.
- The area used by sequential logic in the layout is 0 sq um.
- The script parses the final routing iteration and logs DRC violations as 0.
- For the pin with the worst max-slew slack, the measured transition is 0.439 ns.
- The area of the die is 9030 sq um.
- Routing resource usage on met2 recorded by global route was 13.4%.
- For this run, the share of the core covered by cells in the final layout is 33.5%.
- Per the detail_route report, the via count comes to 1,260.
- The biggest area contributor in the post-synthesis netlist is sky130_fd_sc_hd__ha_1.
- Across the VDD grid, the largest voltage drop is 0.0248 mV.
-- through the flow --
| step | instance area [sq um] | total power (W) | hold slack (ns) | cells |
|---|---|---|---|---|
| floorplan | 1210 | 0.000101 | 2.22 | 164 |
| global placement | 1760 | 0.000187 | 3.13 | 285 |
| detailed placement | 1760 | 0.000187 | 3.10 | 285 |
| CTS | 1770 | 0.000190 | 3.11 | 285 |
| global route | 1830 | 0.000223 | 2.86 | 286 |
| finish | 1830 | 0.000201 | 2.82 | 286 |
-- cells in the final DEF (no fill, tap or decap), types with 2 or more instances in the layout --
master                             n
sky130_fd_sc_hd__ha_1             32
sky130_fd_sc_hd__nor3_1            2
sky130_fd_sc_hd__o31ai_1           4
sky130_fd_sc_hd__nand2_1           8
sky130_fd_sc_hd__dlymetal6s2s_1    2
sky130_fd_sc_hd__a31oi_1           2
sky130_fd_sc_hd__o21ai_0           6
sky130_fd_sc_hd__clkdlybuf4s50_1  28
sky130_fd_sc_hd__o221ai_1          2
sky130_fd_sc_hd__inv_1            32
sky130_fd_sc_hd__a221oi_4          2
sky130_fd_sc_hd__mux2i_1           4
sky130_fd_sc_hd__nand3_1           2
sky130_fd_sc_hd__buf_4            25
sky130_fd_sc_hd__nor2_1           14
sky130_fd_sc_hd__a21o_1            5
sky130_fd_sc_hd__xnor2_1           4
sky130_fd_sc_hd__a21oi_2           2
sky130_fd_sc_hd__fa_2              2
sky130_fd_sc_hd__a21oi_1          11
-- Yosys cell counts (all sizes together) --
library cell / number
o21ai: 6
o2bb2ai: 1
a211oi: 1
a21boi: 1
and3b: 1
a32oi: 1
o21bai: 1
inv: 32
mux2: 1
buf: 3
a21bo: 1
fa: 3
or3: 2
xnor2: 4
nand2: 8
and3: 2
o31ai: 4
nor2b: 2
a21o: 6
a311oi: 1
nor4: 2
a2111oi: 1
mux2i: 4
clkbuf: 2
a31oi: 2
o311ai: 1
xor2: 1
nor3: 2
o221ai: 2
ha: 32
a221oi: 2
or2: 1
nor2: 14
nand3: 2
mux4: 1
a21oi: 13
a31o: 1
-- tightest hold or removal path: stages --
cell                              delay [ns]
sky130_fd_sc_hd__clkdlybuf4s50_1        0.42
sky130_fd_sc_hd__nor2_1                 0.09
sky130_fd_sc_hd__a311oi_1               0.06
sky130_fd_sc_hd__dlymetal6s2s_1         0.12
-- power by group --
group / internal (W) / leakage (nW) / switching [W]
Sequential: 0 / 0 / 0
Combinational: 0.000111 / 0.940 / 0.0000901
Clock: 0 / 0 / 0
Total: 0.000111 / 0.940 / 0.0000901
-- worst max path at each step --
| stage | cells after the start | end | slack [ns] |
|---|---|---|---|
| CTS | 12 | cout | 0.006 |
| global route | 11 | out[7] | -0.002 |
| finish | 11 | out[7] | 0.14 |
-- area by class of cell --
class	count	area, sq um
fillers	561	3640
well taps	72	90.1
inverters	32	120
multi-input cells	127	1130
repair buffers	55	493
-- routing by layer --
layer | vias to the layer above | part of all wire [%]
met5 | - | 0
met4 | 0 | 0.50
met3 | 2 | 4.9
met2 | 23 | 51
met1 | 568 | 44
li1 | 667 | -
-- cells by family (layout without fill, tap and decap cells) --
family	after synthesis	count (layout)	synth area share [%]
AOI/OAI and AO/OA	45	45	25.6
xor gates and xnor gates	5	5	3.61
adders and majority gates	35	35	38.0
buffers and inverters	37	87	11.9
muxes	6	6	6.40
and+or+nand+nor	36	36	14.6
-- timing repair --
item                                    in CTS  in global routing
resized                                      2                 11
pin swaps                                    2                  6
endpoints found under the setup margin       2                  5
buffers inserted                             0                  1
No activity file was given, so power comes from the tool's default toggle rates.
