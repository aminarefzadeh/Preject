<file path="design/flow/config.mk">
export PLATFORM = sky130hd
export DESIGN_NAME = controller
export DESIGN_NICKNAME = controller
export VERILOG_FILES = /design/flow/design.v
export SDC_FILE = /design/flow/constraint.sdc
export NUM_CORES = 4
export LEC_CHECK = 1
export CORE_AREA = 10 10 78 78
export DIE_AREA = 0 0 88 88
</file>
<file path="design/flow/run.sh">
#!/bin/bash
# OpenROAD 26Q1-2900-gdf79404cd8, Yosys 0.63+post, stock flow scripts
make -C /OpenROAD-flow-scripts/flow DESIGN_CONFIG=/design/flow/config.mk WORK_HOME=/design/flow/orfs finish
</file>
<file path="design/flow/design.v">
`timescale 1ns/1ns 
module controller(ins,clk,rst,selA, selB,IorD,memRead,memWrite,pcWrite,IRld,TRld,MDRld,DIld,CZNld,regWrite,RA2sel,WAsel,WDsel,jmpSignal,aluOp);
 	input[7:0] ins;
 	input clk,rst;
 	output reg selA, selB, IorD, memRead, memWrite, pcWrite, IRld, TRld, MDRld, DIld, CZNld, regWrite, RA2sel, WAsel, WDsel, jmpSignal;
 	output reg[1:0] aluOp; 	
 	reg[3:0] state;
 	reg[3:0] nextState;
 	parameter IF = 4'd0, ID = 4'd1, J = 4'd2, ACU1 = 4'd3, ACU2= 4'd4, ADDR1 = 4'd5, LW1 = 4'd6, ADDR2 = 4'd7, ADDR3 = 4'd8,LW2=4'd9, SW = 4'd10, DI = 4'd11;
 	always@(ins,state) begin
	   case(state)
	   IF:begin
	     nextState <= ID;
	   end
	   ID:begin
	     if(ins[7:5] == 3'b110)begin
	       nextState <= J;
	     end
	     else if(ins[7:6] == 2'b10)
	       nextState <= ACU1;
	     else if(ins[7:5] == 3'b000 )begin
	       nextState <= LW1;
	     end
	     else if (ins[7:5] == 3'b010 || ins[7:5] == 3'b011 )begin
	       nextState <= ADDR2;
	     end
	     else if(ins[7:5] == 3'b001)
	       nextState <= SW;
	     else if(ins[7:5] == 3'b111)
	       nextState <=DI;
	   end
	   J:begin
	     nextState <=IF;
	   end
	   ACU1:begin
	       nextState <=IF;
	   end
	   LW1:begin
	     nextState <= LW2;
    end
    LW2:begin
      nextState <= IF;
    end
	  ADDR2:begin
	    nextState <= ADDR3;
 	  end
	  ADDR3:begin
	    nextState <=IF;
	  end
 	  SW:begin
	    nextState <=IF;
	  end
	  DI:begin
	    nextState <=IF;
   	end
   	default:
   	  nextState <= IF;
	endcase 
 end
 	always@(state) begin
	 selA<=1'b0;
	 selB<=1'b0;
	 IorD<=1'b0;
	 memRead<=1'b0;
	 memWrite<=1'b0;
	 pcWrite<=1'b0;
	 IRld<=1'b0;
	 TRld<=1'b0;
	 MDRld<=1'b0;
	 DIld<=1'b0;
	 CZNld<=1'b0;
	 regWrite<=1'b0;
	 RA2sel<=1'b0;
	 WAsel<=1'b0;
	 WDsel<=1'b0;
	 jmpSignal<=1'b0;
	 if(rst)
	   aluOp <= 1'b00;
	 else
	   case(state)
	   IF:begin
	     IorD <= 1'b0;
	     memRead <= 1'b1;
	     IRld <= 1'b1;
	     pcWrite <= 1'b1;
	   end
	   ID:begin
	     if(ins[7:5] == 3'b000 || ins[7:5] == 3'b010 || ins[7:5] == 3'b011 || ins[7:5] == 3'b001 || ins[7:5] == 3'b110)begin
	       TRld <= 1'b1;
	       pcWrite <= 1'b1;
	     end
	   end
	   J:begin
	     jmpSignal <= 1'b1;
	     pcWrite <= 1'b1;
	   end
	   ACU1:begin
	     RA2sel <= 1'b0;
	     selB <= 1'b1;
	     if(ins[5:4] == 2'b00)begin
	       selA <= 1'b1;
	       aluOp <= 2'b00;
	     end
	     else if(ins[5:4] == 2'b01)begin
	       selA <= 1'b0;
	       aluOp <= 2'b00;
	     end
	     else if(ins[5:4] == 2'b10)begin
	       selA <= 1'b0;
	       aluOp <= 2'b01;
	     end
	     else if(ins[5:4] == 2'b11)begin
	       selA <= 1'b0;
	       aluOp <= 2'b10;
	     end
	     WAsel <= 1'b0;
	     WDsel <= 1'b1;
	     regWrite <= 1'b1;
	     CZNld <= 1'b1;
	   end
	   LW1:begin
	     IorD <= 1'b1;
	     memRead <= 1'b1;
	     MDRld <= 1'b1;
    end
    LW2:begin
      RA2sel <= 1'b1;
      WAsel <= 1'b1;
	     WDsel <= 1'b0;
	     regWrite <= 1'b1;
    end
	  ADDR2:begin
	    IorD <= 1'b1;
	    memRead <= 1'b1;
	    MDRld <= 1'b1;
 	  end
	  ADDR3:begin
	    RA2sel <= 1'b1;
	    selB <= 1'b0;
	    selA <= 1'b0;
	    if(ins[5] == 1'b0)
	      aluOp <= 2'b00;
	    else if(ins[5] == 1'b1)
	      aluOp <= 2'b01;
	    WAsel <= 1'b1;
	    WDsel <= 1'b1;
	    regWrite <= 1'b1;
	    CZNld <= 1'b1;
	  end
 	  SW:begin
 	    RA2sel <= 1'b1;
	    selB <= 1'b1;
	    IorD <= 1'b1;
	    memWrite <= 1'b1;
	  end
	  DI:
	    DIld <= 1'b1;
	endcase
 end
 always @(posedge clk)begin
  if (~rst)
    state <= nextState;
 end
endmodule
</file>
<file path="design/flow/constraint.sdc">
current_design controller

set clk_period 3.5
set clk_io_pct 0.2

create_clock -name clk0 -period $clk_period [get_ports {clk}]

set non_clock_inputs [all_inputs -no_clocks]
set_input_delay [expr $clk_period * $clk_io_pct] -clock clk0 $non_clock_inputs
set_output_delay [expr $clk_period * $clk_io_pct] -clock clk0 [all_outputs]
</file>
==> impl_metrics.env <==
# flow metrics
export IMPL_fp_dieH_um=88
export IMPL_irDropWorstVdd_v=0.000133
export IMPL_syn_instance_count=62
export IMPL_ant_nets=0
export IMPL_hold_viol_final=0
export IMPL_first_pass_iters=4
export IMPL_clockRootBuffer="clkbuf_8"
export IMPL_ys_sh_mux_pct=3.60
export IMPL_grt_start_max_net_pins=13
export IMPL_clock_fmax_mhz=330
export IMPL_cpPeakStageDelay_ns=0.54
export IMPL_hold_class="in2reg"
export IMPL_wl_per_cell_um=11.0
export IMPL_yosys_area_share_xor_xnor_pct=1.48
export IMPL_maxSlewViolCount=0
export IMPL_antennaDiodeCount=0
export IMPL_worstSetupStartpointType="input port"
export IMPL_warnings=29
export IMPL_path_clk_slew_ns=0.03
export IMPL_edf_count=4
export IMPL_critPathKind="in2out"
export IMPL_period_needed_ns=3.03
export IMPL_synth_adder_area_share_pct=0
export IMPL_placementRows=24
export IMPL_netlist_area_um2=591
export IMPL_yosysChipArea_um2=591
export IMPL_grt_pass1_wl_mm=2.42
export IMPL_synth_logic_top_family="simple AND/OR/NAND/NOR gates"
export IMPL_fillers=475
export IMPL_unclocked_regs=6
export IMPL_crit_fanout=6
export IMPL_fp_dieW_um=88
export IMPL_vias=506
export IMPL_tns_ns=0
export IMPL_cap_violations=0
export IMPL_cts_buffers=3
export IMPL_post_cts_buffers=0
export IMPL_period_used_pct=86.5
export IMPL_cpMostUsedCell="clkdlybuf4s50_1"
export IMPL_cts_resized=0
export IMPL_aoi_share_pct=15.9
export IMPL_yosys_warnings=1
export IMPL_drc=0
export IMPL_dpl_hpwl_mm=1.29
export IMPL_slowest_stage="clkdlybuf4s50_1"
export IMPL_simple_gate_area_share_pct=33.9
export IMPL_grt_usage_pct=3.79
export IMPL_gp_congestion=0.792
export IMPL_cts_htree_levels=1
export IMPL_layout_drive_gt1_share_pct=18.4
export IMPL_synthToLayoutAreaGrowth_pct=53.2
export IMPL_synthArstFlopShare_pct=0
export IMPL_critPathCaptureType="output pin"
export IMPL_hold_buffers=0
export IMPL_power_density_nw_per_um2=228
export IMPL_cts_tree="yes"
export IMPL_hold_slack_ns=1.53
export IMPL_coreArea_um2=4410
export IMPL_antenna_found_initial=0
export IMPL_grt_overflow=0
export IMPL_required_ns=2.80
export IMPL_fp_util_pct=13.4
export IMPL_cp_cell_sequence="clkdlybuf4s50_1 -> nand2b_1 -> a211oi_1 -> clkdlybuf4s50_1"
export IMPL_p_leak_nw=0.344
export IMPL_ff_type="dlxtn_1"
export IMPL_die_area_um2=7740
export IMPL_r2r_setup_slack_ns=1.82
export IMPL_grt_pass1_vias=480
export IMPL_drtIter0Drc=24
export IMPL_via_per_inst=3.64
export IMPL_routed_wl_mm=1.53
export IMPL_arrival_ns=2.33
export IMPL_numSynthFlops=10
export IMPL_synth_distinct_cells=33
export IMPL_syn_area_per_cell_um2=9.53
export IMPL_clockBufferDepth=2
export IMPL_status="finished, final reports clean"
export IMPL_path_buffers=2
export IMPL_untimed_endpoints=8
export IMPL_yosys_cells=62
export IMPL_rsz0062_at_grt="no"
export IMPL_critPathTopFamily="buffers and inverters"
export IMPL_io_buffers=23
export IMPL_finalSetupViolations=0
export IMPL_ios=28
==> worst reg2reg max path, cell delays in order, from the launching register on <==
cell	delay (ns)
edfxtp_1	0.56
nor2_2	0.26
o21ba_1	0.18
a211oi_1	0.20
dlxtn_1	0.35
==> cells in the final DEF (no fill, tap or decap) <==
cell,n
a211oi_1,2
a211oi_2,1
a21o_1,1
a21oi_1,4
and2_1,1
and3_1,2
buf_4,1
clkbuf_8,3
clkdlybuf4s50_1,23
conb_1,4
dlxtn_1,6
edfxtp_1,4
inv_1,3
mux2_2,1
mux2i_1,1
nand2_1,3
nand2_2,2
nand2b_1,2
nand2b_4,3
nor2_1,4
nor2_2,1
nor2b_1,1
nor3_1,2
nor3_2,2
nor3b_1,1
nor4_4,1
o21ba_1,1
o21bai_1,1
o22ai_1,2
o31a_1,1
or3_1,1
or3_4,1
xnor2_1,1
==> registers in the layout, summed over array words and instances, names as in the netlist <==
name,cells
aluOp,2
nextState,4
state,4
==> report_power, final <==
group	internal (mW)	switching (mW)
clock network	0.0730	0.0209
logic	0.0266	0.0186
registers	0.0602	0.00701
==> worst paths after layout <==
kind                            from                 end  cells after the start
setup / recovery              ins[5]                TRld                      4
hold / removal                   rst  state[3]$_DFFE_PN_                      3
setup reg to reg  state[1]$_DFFE_PN_  state[0]$_DFFE_PN_                      4
==> layout make-up <==
| class | instances | area [µm²] | area share [%] |
|---|---|---|---|
| clock buffer | 3 | 41.3 | 4.56 |
| sequential | 10 | 210 | 23.2 |
| inverter | 3 | 11.3 | 1.24 |
| timing repair buffer | 24 | 238 | 26.3 |
| multi-input combinational | 47 | 339 | 37.5 |
| tap | 52 | 65.1 | 7.19 |
==> Yosys cell counts (all sizes together) (2+ instances only) <==
| library cell | count | share of area, % |
|---|---|---|
| or3 | 2 | 3.0 |
| dlxtn | 6 | 15 |
| nor2 | 5 | 3.6 |
| edfxtp | 4 | 20 |
| nand2 | 5 | 4.0 |
| nor3 | 4 | 5.1 |
| inv | 3 | 1.9 |
| o22ai | 2 | 2.1 |
| nand2b | 5 | 9.1 |
| a211oi | 3 | 4.7 |
| a21oi | 4 | 3.4 |
| and3 | 2 | 2.1 |
| buf | 4 | 6.4 |
==> logic make-up (layout without fill, tap and decap cells) <==
logic type	Yosys count	count (layout)
AOI/OAI and AO/OA	13	13
xor gates and xnor gates	1	1
buffers and inverters	8	30
DFF	4	4
latches	6	6
muxes	2	2
other	1	4
and+or+nand+nor	27	27
==> through the flow <==
stage | power, mW | util [%] | std cells | cell area, µm² | setup WS, ns
floorplan | 0.0922 | - | 65 | 602 | 1.45
finish | 0.206 | 20.5 | 139 | 905 | 0.474
CTS | 0.210 | 20.5 | 139 | 905 | 0.450
global route | 0.220 | 20.5 | 139 | 905 | 0.345
detailed placement | 0.114 | 19.6 | 136 | 863 | 0.472
global placement | 0.114 | 19.6 | 136 | 863 | 0.459
==> metal layers <==
metal  vias up  wire, µm  GRT usage, %
met1       221       673          5.06
li1        264         -             -
met2        19       617          5.42
met5         -         0             0
met3         2       204          1.78
met4         0        29         0.870
Power figures rest on the tool's default switching activity, not on a simulated workload.
