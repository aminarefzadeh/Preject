**/design/flow/config.mk**
```make
export PLATFORM = sky130hd
export DESIGN_NAME = Inc
export DESIGN_NICKNAME = Inc
export VERILOG_FILES = /design/flow/design.v
export SDC_FILE = /design/flow/constraint.sdc
export NUM_CORES = 4
export LEC_CHECK = 1
export CORE_AREA = 10 10 70 70
export DIE_AREA = 0 0 80 80
```
**/design/flow/constraint.sdc**
```tcl
current_design Inc

set clk_period 3.7
set clk_io_pct 0.2

create_clock -name clk0 -period $clk_period

set non_clock_inputs [all_inputs -no_clocks]
set_input_delay [expr $clk_period * $clk_io_pct] -clock clk0 $non_clock_inputs
set_output_delay [expr $clk_period * $clk_io_pct] -clock clk0 [all_outputs]
```
**/design/flow/design.v**
```verilog
module Inc(input[12:0] a ,output[12:0] out);
	logic[11:0] b = 13'b0000000000001;
	assign out = a + b;
endmodule
```
**/design/flow/run.sh**
```bash
#!/bin/bash
# OpenROAD 26Q1-2900-gdf79404cd8, Yosys 0.63+post, stock flow scripts
make -C /OpenROAD-flow-scripts/flow DESIGN_CONFIG=/design/flow/config.mk WORK_HOME=/design/flow/orfs finish
```
==> flow_summary.json <==
{
  "synthTopCellsByArea": "xor2_1, xnor2_1, nand3_1",
  "p_leak_uw": 0.000196,
  "power_density_nw_per_um2": 90.7,
  "netlist_area_um2": 219,
  "pwr-share-comb_pct": 100.0,
  "worst_path_most_repeated_cell": "clkdlybuf4s50_1",
  "drtIter0Drc": 19,
  "ff_count": 0,
  "use_met1_pct": 3.36,
  "cp.required_ns": 2.96,
  "synth_cells": 33,
  "use_met2_pct": 5.94,
  "n_fill_cell": 395,
  "postCtsSetupRepairBufs": 0,
  "final_cell_mix": "clkdlybuf4s50_1, xor2_1, nand3_1, xnor2_1, inv_1",
  "p_clk_share_pct": 0,
  "top_area_cell": "xor2_1",
  "first_global_vias": 329,
  "min_path_type": "input port to primary output",
  "ant_nets": 0,
  "grt_use_total_pct": 3.14,
  "setup_viol": 0,
  "ctsResizeCount": 0,
  "swShare_pct": 31.5,
  "overflow": 0,
  "status": "finished, final reports clean",
  "syn_to_final_growth_pct": 145,
  "dp_hpwl_um": 950,
  "ys_seq_share_pct": 0,
  "dpl.cell_count": 105,
  "crit_slowest_cell": "clkdlybuf4s50_1",
  "cap_violations": 0,
  "post-route-util_pct": 15.7,
  "finalClockPeriodUsage_pct": 92.1,
  "ys_types": 11,
  "tightest_slew_ns": 0.318,
  "whs_path_depth": 3,
  "grt_busiest_layer": "met2",
  "drive_above_1_share_pct": 3.39,
  "nClkBuffers": 0,
  "critPathArrivalTime_ns": 2.67,
  "ys_cells": 33,
  "power_frac_seq_pct": 0,
  "setup_tns_ns": 0,
  "critical_path.startpoint_type": "input port",
  "grt_pass1_wl_mm": 1.68,
  "endpoint_kind": "primary output",
  "floorplan.core_util_pct": 6.41,
  "first_pass_iters": 2,
  "drt_wl_total_mm": 1.03,
  "grt_max_degree": 6,
  "chipWidth_um": 80,
  "drc": 0,
  "crit_chain": "clkdlybuf4s50_1 > ha_1 > nand4_2 > nor4_2 > xor2_1 > clkdlybuf4s50_1",
  "die_h_um": 80,
  "wl_per_cell_um": 9.77,
  "power_switching_uw": 15.3,
  "rows": 21,
  "avgViaCountPerCell": 2.90,
  "gp_congestion": 0.683,
  "finalHoldViolCount": 0,
  "endpoint": "out[12]",
  "maxSlewViolCount": 0,
  "final_common_cell": "clkdlybuf4s50_1",
  "tool_warnings": 32,
  "core-area_um2": 3420,
  "ys_area_um2": 219,
  "grt_antenna_before_repair": 0,
  "via_count": 304,
  "portBuffers": 26,
  "avgSynthCellArea_um2": 6.64,
  "instances_no_fill": 105,
  "max_stage_delay_ns": 0.54,
  "crit_type": "input port to primary output",
  "rsz0062_at_grt": "false",
  "top_cell_area_share_pct": 24.0,
  "crit_fanout": 4,
  "yosysWarnings": 1,
  "ioPinCount": 26,
  "fmax_ghz": 0.293,
  "hold_buffers": 0,
  "slew_headroom_pct": 78.6,
  "vdd.ir_drop.worst_v": 0.0000140,
  "power.internal_uw": 33.3,
  "regArea_um2": 0,
  "min_period_ns": 3.41,
  "worst_hold_slack_ns": 2.43,
  "die_area_um2": 6400,
  "diodes": 0,
  "met3_usage_pct": 1.25,
  "cp-startpoint": "a[0]"
}
[cell families (layout without fill, tap and decap cells)]
family | Yosys count | in the layout | synth area share [%]
AND/OR/NAND/NOR | 17 | 17 | 43.4
buffers and inverters | 4 | 30 | 6.86
XOR/XNOR | 11 | 11 | 44.0
adder cells (fa/ha/maj) | 1 | 1 | 5.71
[worst max-delay path: cells and delay by family]
kind          cells  cell delay (ns)
simple gates      2             0.50
xor+xnor          1             0.17
fa+ha+maj         1             0.24
buf+inv           2             1.03
[power groups by stage]
stage | sequential [uW] | combinational [uW] | clock [uW]
after CTS | 0 | 50.1 | 0
after global routing | 0 | 54.3 | 0
final | 0 | 48.7 | 0
[layer usage]
| layer | vias to the layer above | share of wire, % |
|---|---|---|
| met5 | - | 0 |
| met2 | 10 | 50 |
| met4 | 0 | 0 |
| li1 | 165 | - |
| met3 | 0 | 10 |
| met1 | 129 | 40 |
[worst min path at each step]
| stage | start | endpoint | slack (ns) |
|---|---|---|---|
| CTS | a[12] | out[12] | 2.44 |
| global route | a[10] | out[10] | 2.46 |
| finish | a[12] | out[12] | 2.43 |
[area by class of cell]
type | count | area [um2] | area share (%)
inverters | 4 | 15.0 | 2.80
repair buffers | 26 | 260 | 48.5
well taps | 46 | 57.6 | 10.7
multi-input cells | 29 | 204 | 38.0
[synthesized netlist by cell type]
master and instances:
nor4_1 2, nand2_1 3, nand4_2 1, ha_1 1, xor2_1 6, nor3_1 2, inv_1 4, xnor2_1 5
nor2_1 3, nor4_2 1, nand3_1 5
[metrics by stage]
step	area (um2)	worst slack, ns	power, uW
2_1_floorplan	219	1.48	9.94
3_3_place_gp	537	0.302	49.8
3_5_place_dp	537	0.259	49.8
4_1_cts	537	0.257	50.1
5_1_grt	537	0.148	54.3
6_report	537	0.291	48.7
Power is estimated from default activity; no workload was simulated.
